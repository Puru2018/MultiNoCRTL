===== ./design.v =====
module demux1to2 (dataIn, sel, aOut, bOut);
input 	dataIn, sel;
output	aOut, bOut;
assign aOut = sel ? 0 : dataIn;
assign bOut = sel ? dataIn : 0;
endmodule
module demux1to5 (din, sel, out1, out2, out3, out4, out5);
input din;
input [2:0] sel;
output out1, out2, out3, out4, out5;
wire temp [2:0];
demux1to2 demux11(din, sel[0], temp[0], temp[1]);
demux1to2 demux21(temp[0], sel[1], temp[2], out3);
demux1to2 demux22(temp[1], sel[1], out2, out4);
demux1to2 demux31(temp[2], sel[2], out1, out5);
endmodule
module demuxWrapper1to5 (din, sel, out1, out2, out3, out4, out5);
input [128+24-1:0] din;
input [2:0] sel;
output [128+24-1:0] out1, out2, out3, out4, out5;
genvar i;
generate
   for (i=0; i<128+24; i=i+1) begin : XbarOutput
      demux1to5 xBarDemux(din[i], sel, out1[i], out2[i], out3[i], out4[i], out5[i]);
   end
endgenerate
endmodule
module mux2to1 (aIn, bIn, sel, dataOut);
input 	aIn, bIn, sel;
output 	dataOut;
assign dataOut = sel ? bIn : aIn; 
endmodule
module mux5to1 (ina, inb, inc, ind, ine, sel, out);
input ina, inb, inc, ind, ine;
input [2:0] sel;
output out;
wire temp1, temp2, temp3;
mux2to1 mux11 (ina, inb, sel[0], temp1);
mux2to1 mux12 (inc, ind, sel[0], temp2);
mux2to1 mux21 (temp1, temp2, sel[1], temp3);
mux2to1 mux31 (temp3, ine, sel[2], out);
endmodule
module muxWrapper5to1 (ina, inb, inc, ind, ine, sel, out);
input [128+24-1:0] ina, inb, inc, ind, ine;
input [2:0] sel;
output [128+24-1:0] out;
genvar i;
generate
   for (i=0; i<128+24; i=i+1) begin : XbarInput
      mux5to1 XBarMux(ina[i], inb[i], inc[i], ind[i], ine[i], sel, out[i]);
   end
endgenerate
endmodule
module outSelTrans (alloc, outSel);
input [6-1:0] alloc;
output reg [3-1:0] outSel;
always @ * begin
   casex (alloc)
      6'b1xxxxx: 
         outSel <= 3'd5;
      6'b01xxxx: 
         outSel <= 3'd4;
      6'b001xxx: 
         outSel <= 3'd3;
      6'b0001xx: 
         outSel <= 3'd2;
      6'b00001x: 
         outSel <= 3'd1;
      6'b000001: 
         outSel <= 3'd0;          
      default:
         outSel <= 3'd0;   
   endcase
end
endmodule
module xbar5Ports (allocVector, din0, din1, din2, din3, din4, dout0, dout1, dout2, dout3, dout4);
input [6*6-1:0] allocVector;
input [128+24-1:0] din0, din1, din2, din3, din4;
output [128+24-1:0] dout0, dout1, dout2, dout3, dout4;
wire [6*3-1:0] outSelVector, inSelVector;
wire [3-1:0] inSel [0:6-1];
wire [3-1:0] outSel [0:6-1];
wire [128+24-1:0] temp [0:6-1][0:6-1];
wire [128+24-1:0] din [0:6-1];
wire [128+24-1:0] dout [0:6-1];
xbarCtrl xbarCtrl (allocVector, outSelVector, inSelVector);
assign din[0] = din0;
assign din[1] = din1;
assign din[2] = din2;
assign din[3] = din3;
assign din[4] = din4;
assign dout0 = dout[0];
assign dout1 = dout[1];
assign dout2 = dout[2];
assign dout3 = dout[3];
assign dout4 = dout[4];
genvar i,j;
generate
   for (i=0; i<6; i=i+1) begin : XbarInput
      assign inSel[i] = inSelVector[i*3+:3];
      assign outSel[i] = outSelVector[i*3+:3];
      demuxWrapper1to5 XBarDemux(din[i], outSel[i], temp[i][0], temp[i][1], temp[i][2], temp[i][3], temp[i][4]);
      muxWrapper5to1 XBarMux(temp[0][i], temp[1][i], temp[2][i], temp[3][i], temp[4][i], inSel[i], dout[i]);
   end
endgenerate
endmodule
module xbarCtrl (allocVector, outSelVector, inSelVector);
input [6*6-1:0] allocVector;
output [6*3-1:0] outSelVector, inSelVector;
wire [6-1:0] alloc [6-1:0];
wire  [3-1:0] outSel [0:6-1];  
reg  [3-1:0] inSel [0:6-1];  
genvar j;
generate 
   for (j=0; j<6; j=j+1) begin : outSelTranslate
      assign alloc[j] = allocVector [j*6+:6];
      outSelTrans outSelTranslation(alloc[j], outSel[j]);
   end
endgenerate
integer k;
initial 
   for (k=0; k<6; k=k+1) 
      inSel[k] = 3'd0;
always @ * begin
   case (outSel[5])
      0: inSel[0] <= 5;
      1: inSel[1] <= 5;
      2: inSel[2] <= 5;
      3: inSel[3] <= 5;
      4: inSel[4] <= 5;    
      5: inSel[5] <= 5;    
   endcase
   case (outSel[4])
      0: inSel[0] <= 4;
      1: inSel[1] <= 4;
      2: inSel[2] <= 4;
      3: inSel[3] <= 4;
      4: inSel[4] <= 4;    
      5: inSel[5] <= 4;    
   endcase  
   case (outSel[3])
      0: inSel[0] <= 3;
      1: inSel[1] <= 3;
      2: inSel[2] <= 3;
      3: inSel[3] <= 3;
      4: inSel[4] <= 3;
      5: inSel[5] <= 3;         
   endcase
   case (outSel[2])
      0: inSel[0] <= 2;
      1: inSel[1] <= 2;
      2: inSel[2] <= 2;
      3: inSel[3] <= 2;
      4: inSel[4] <= 2;
      5: inSel[5] <= 2;
   endcase
   case (outSel[1])
      0: inSel[0] <= 1;
      1: inSel[1] <= 1;
      2: inSel[2] <= 1;
      3: inSel[3] <= 1;
      4: inSel[4] <= 1;
      5: inSel[5] <= 1;
   endcase
   case (outSel[0])
      0: inSel[0] <= 0;
      1: inSel[1] <= 0;
      2: inSel[2] <= 0;
      3: inSel[3] <= 0;
      4: inSel[4] <= 0;
      5: inSel[5] <= 0;
   endcase   
end
generate 
   for (j=0; j<6; j=j+1) begin : mergeOutput
      assign outSelVector[j*3+:3] = outSel[j];
      assign inSelVector[j*3+:3] = inSel[j];
   end
endgenerate
endmodule

===== ./constraint.sdc =====
current_design xbar5Ports

set clk_period 93.9
set clk_io_pct 0.2

create_clock -name clk0 -period $clk_period

set non_clock_inputs [all_inputs -no_clocks]
set_input_delay [expr $clk_period * $clk_io_pct] -clock clk0 $non_clock_inputs
set_output_delay [expr $clk_period * $clk_io_pct] -clock clk0 [all_outputs]

===== ./config.mk =====
export PLATFORM = sky130hd
export DESIGN_NAME = xbar5Ports
export DESIGN_NICKNAME = xbar5Ports
export VERILOG_FILES = /design/flow/design.v
export SDC_FILE = /design/flow/constraint.sdc
export NUM_CORES = 4
export LEC_CHECK = 1
export CORE_AREA = 10 10 594 594
export DIE_AREA = 0 0 604 604

===== ./run.sh =====
#!/bin/bash
# OpenROAD 26Q1-2900-gdf79404cd8, Yosys 0.63+post, stock flow scripts
make -C /OpenROAD-flow-scripts/flow DESIGN_CONFIG=/design/flow/config.mk WORK_HOME=/design/flow/orfs finish

==> out/qor.txt <==
Grt total ovfl -> 0
P_leak -> 12.0 nW
Post-layout min period -> 42.56 ns
Hold Buf Count CTS -> 0
Grt met2 use -> 0.331
Synth Instances -> 4,418
Worst Path Required -> 75.12 ns
Share of cells above drive strength 1 -> 0.0479
Vias in the first global route -> 46,000
Critical path class -> in2out
Worst Path Arrival -> 23.78 ns
Met3 usage -> 0.131
Initial antenna violation count -> 139
Post_cts resized -> 0
Syn_area_per_cell -> 6.90 µm²
Largest net degree at the start of global routing -> 67
Fmax -> 23.5 MHz
Worst Path Max Fanout -> 35
Met1 usage -> 0.250
Slew HR -> 0.173
Min-delay src -> din4[122]
DR iter-0 viols -> 10,300
Hold depth -> 4
Global route hottest layer -> met2
Type of origin of the critical path -> primary input
TNS Setup -> 0 ns
Drt pass-1 iters -> 10
Critical Path Sink Type -> output pin
DP HPWL -> 356 mm
Setup Fix Bufs, Post-CTS -> 0
Final Wtd Congestion -> 1.02
Ys flop type -> dlxtn_1
Number of unconstrained endpoints -> 15
Vias post-DR -> 50,500
Seq. cell area -> 250 µm²
Top reg by flops -> xbarCtrl.inSel
Final Hold Violation Tally -> 0
Row count -> 214
Final Instance Area -> 45,300 µm²
Most frequent logic cell in the layout -> clkdlybuf4s50_1
Comb area -> 22,200 µm²
Synth area leader -> a221oi_1
Register pins left without a clock -> 15
Width of the die -> 604 µm
GRT Util Overall -> 0.227
Ys cells -> 4,418
Pwr per Cell Area -> 4.58 nW/µm²
Max rail drop VDD -> 0.00000210 V
Status -> completed
Ys Warns -> 6
Core area -> 340,000 µm²
Die area -> 365,000 µm²
Regs by FF count -> xbarCtrl.inSel: 15 flops
Placed Area -> 45,100 µm²
Worst-margin pin slew -> 1.24 ns
Total wire length -> 435 mm
Chip height -> 604 µm
Final period util -> 0.453
Via-to-Cell Ratio -> 5.39
Post-synth EDFFs -> 0
Post-synth top area share -> 0.350
Fill count -> 38,800
Worst hold path class -> in2out
DRC viols -> 0
Synth unique cells -> 48
First-pass GRT wire length -> 544 mm
Top Layout Cells -> 1,550 x clkdlybuf4s50_1, 1,218 x a221oi_1, 617 x nand2_1
Synth async-reset ratio -> 0
Synth flops -> 15
Number of top-level pins -> 1,556
Fp util -> 0.0897
Max-cap violations -> 0
Count of final setup violators -> 0
Yosys chip area -> 30,500 µm²
Routed WL per cell -> 46.4 µm
Post-Syn Area -> 30,500 µm²
IO buf count -> 1,550
Hold Path End -> dout2[122]
Slew Viols, Final -> 0
OpenROAD warning count -> 39
Flip-flop count of the largest register after layout -> 15
Top cells by area -> a221oi_1 35%, buf_4 19%, a221o_1 10%, o31ai_1 7.7%, nand2_1 7.6%
P&R area growth vs syn -> 48.7%
RSZ-0062 raised after global routing -> no
DRT antenna net count -> 0
==> cell families (layout without fill, tap and decap cells) <==
group / count (synthesis) / in the layout / share of synthesized area
other: 0 / 77 / 0
buffers and inverters: 1403 / 1741 / 0.269
AND/OR/NAND/NOR: 697 / 697 / 0.0936
AND-OR/OR-AND: 2303 / 2303 / 0.630
latches: 15 / 15 / 0.00739
==> where the power goes <==
| part | internal (mW) | total (mW) | switching (mW) |
|---|---|---|---|
| registers | 0.000796 | 0.00240 | 0.00160 |
| logic | 0.0806 | 0.205 | 0.125 |
| clock network | 0.0000000784 | 0.0000000788 | 0 |
| total | 0.0814 | 0.207 | 0.126 |
==> metal layers <==
layer	wire length, µm	vias to the layer above
li1	-	18700
met1	144000	24300
met2	180000	6016
met3	69900	1477
met4	40400	82
met5	945	-
==> cell type report <==
type	count	area share
flip-flops and latches	15	0.00552
repair buffers	1728	0.372
inverters	13	0.00190
multi-input cells	3000	0.491
well taps	4536	0.125
diodes	77	0.00425
==> how the worst max path moves through the flow <==
| stage | start | endpoint |
|---|---|---|
| CTS | allocVector[1] | dout1[31] |
| global route | allocVector[5] | dout2[13] |
| finish | allocVector[5] | dout2[13] |
==> cells in the mapped netlist (all sizes together), types with 4 or more instances <==
| library cell | count |
|---|---|
| and2 | 4 |
| nand2 | 617 |
| a221oi | 1218 |
| and3 | 5 |
| a21oi | 6 |
| buf | 832 |
| a32o | 153 |
| nor3 | 4 |
| nor3b | 8 |
| nor4 | 4 |
| o31ai | 314 |
| nor2 | 23 |
| o21ai | 296 |
| inv | 13 |
| nand2b | 6 |
| nor4b | 7 |
| dlxtn | 15 |
| clkbuf | 558 |
| nor2b | 5 |
| or4b | 4 |
| a221o | 304 |
==> worst max-delay path, stage by stage <==
cell and delay (ns):
clkdlybuf4s50_1 0.59, or4b_1 0.67, nor2_4 0.71, buf_4 0.59
buf_4 0.67, a221oi_1 0.20, o31ai_1 0.77, clkdlybuf4s50_1 0.69
==> metrics by stage <==
stage	cells	hold WS, ns	total power, mW	setup WS (ns)	util
floorplan	4418	37.72	0.0692	54.53	-
global placement	9292	38.64	0.202	51.59	0.133
detailed placement	9292	38.62	0.202	51.61	0.133
CTS	9292	38.63	0.203	51.61	0.133
global route	9349	38.66	0.212	51.39	0.133
finish	9369	38.62	0.207	51.34	0.133
No activity file was given, so power comes from the tool's default toggle rates.
